===== flow/design.v =====
module DisplayNumber(
    input        clk,
    input        rst,
    input [15:0] hexs,
    input [ 3:0] points,
    input [ 3:0] LEs,
    output[ 3:0] AN,
    output[ 7:0] SEGMENT
);
wire [31:0] internal_signal1;
wire [3:0]internal_signal2;
wire internal_signal3, internal_signal4;
clkdiv div_res_ins(
    .clk(clk),
    .rst(rst),
    .div_res(internal_signal1)
);
DisplaySync DisplaySync_ins(
    .scan(internal_signal1[18:17]),
    .hexs(hexs),
    .points(points),
    .LEs(LEs),
    .AN(AN),
    .HEX(internal_signal2),
    .point(internal_signal3),
    .LE(internal_signal4)
);
MyMC14495 MyMC14495_ins(
    .D0(internal_signal2[0]),
    .D1(internal_signal2[1]),
    .D2(internal_signal2[2]),
    .D3(internal_signal2[3]),
    .point(internal_signal3),
    .LE(internal_signal4),
    .a(SEGMENT[0]),
    .b(SEGMENT[1]),
    .c(SEGMENT[2]),
    .d(SEGMENT[3]),
    .e(SEGMENT[4]),
    .f(SEGMENT[5]),
    .g(SEGMENT[6]),
    .p(SEGMENT[7])
);
endmodule
module DisplaySync(
    input [ 1:0] scan,
    input [15:0] hexs,
    input [ 3:0] points,
    input [ 3:0] LEs,
    output[ 3:0] HEX,
    output[ 3:0] AN,
    output       point,
    output       LE
);
Mux4to1b4 mux_hexs(
    .S(scan),
    .D0(hexs[3:0]),
    .D1(hexs[7:4]),
    .D2(hexs[11:8]),
    .D3(hexs[15:12]),
    .Y(HEX)
);
Mux4to1 mux_points(
    .S(scan),
    .D0(points[0]),
    .D1(points[1]),
    .D2(points[2]),
    .D3(points[3]),
    .Y(point)
);
Mux4to1 mux_LE(
    .S(scan),
    .D0(LEs[0]),
    .D1(LEs[1]),
    .D2(LEs[2]),
    .D3(LEs[3]),
    .Y(LE)
);
Mux4to1b4 mux_AN(
    .S(scan),
    .D0(4'b1110),
    .D1(4'b1101),
    .D2(4'b1011),
    .D3(4'b0111),
    .Y(AN)
);
endmodule
module Mux4to1(
    input wire [1:0] S,
    input wire D0, 
    input wire D1, 
    input wire D2, 
    input wire D3,
    output wire Y
);
wire and1 = ~S[0] & ~S[1];
wire and2 = S[0] & ~S[1];
wire and3 = ~S[0] & S[1];
wire and4 = S[0] & S[1];
wire _and1 = and1 & D0;
wire _and2 = and2 & D1;
wire _and3 = and3 & D2;
wire _and4 = and4 & D3;
assign Y = _and1 | _and2 | _and3 | _and4;
endmodule
module Mux4to1b4(
    input wire [1:0] S,
    input wire [3:0] D0,
    input wire [3:0] D1,
    input wire [3:0] D2,
    input wire [3:0] D3,
    output wire [3:0] Y
);
Mux4to1 Mux4to1_1(
    .S(S),
    .D0(D0[0]),
    .D1(D1[0]),
    .D2(D2[0]),
    .D3(D3[0]),
    .Y(Y[0])
);
Mux4to1 Mux4to1_2(
    .S(S),
    .D0(D0[1]),
    .D1(D1[1]),
    .D2(D2[1]),
    .D3(D3[1]),
    .Y(Y[1])
);
Mux4to1 Mux4to1_3(
    .S(S),
    .D0(D0[2]),
    .D1(D1[2]),
    .D2(D2[2]),
    .D3(D3[2]),
    .Y(Y[2])
);
Mux4to1 Mux4to1_4(
    .S(S),
    .D0(D0[3]),
    .D1(D1[3]),
    .D2(D2[3]),
    .D3(D3[3]),
    .Y(Y[3])
);
endmodule
module clkdiv(
    input               clk,
    input               rst,  
    output reg [31:0]   div_res
);
    always @(posedge clk) begin      
        if(rst == 1'b1) begin
            div_res <= 32'b0;
        end else begin
            div_res <= div_res + 32'b1;   
        end
    end
endmodule
module MyMC14495 (
    input D0, 
    input D1, 
    input D2, 
    input D3, 
    input LE, 
    input point,
    output reg a, 
    output reg b, 
    output reg c, 
    output reg d, 
    output reg e, 
    output reg f, 
    output reg g, 
    output reg p
);
wire D0_not = ~D0;
wire D1_not = ~D1;
wire D2_not = ~D2;
wire D3_not = ~D3;
wire point_not = ~point;
wire and1 = D3 & D2 & D1_not & D0_not;
wire and2 = D3_not & D2 & D1 & D0;
wire and3 = D3_not & D2_not & D1_not;
wire and4 = D3_not & D1 & D0;
wire and5 = D3_not & D2_not & D1;
wire and6 = D3_not & D2_not & D0;
wire and7 = D2_not & D1_not & D0;
wire and8 = D3_not & D2 & D1_not;
wire and9 = D3_not & D0;
wire and10 = D3 & D2_not & D1 & D0_not;
wire and11 = D2 & D1 & D0;
wire and12 = D3 & D2 & D1;
wire and13 = D3_not & D2_not & D1 & D0_not;
wire and14 = D3 & D1 & D0;
wire and15 = D3 & D2 & D0_not;
wire and16 = D2 & D1 & D0_not;
wire and17 = D3_not & D2 & D1_not & D0;
wire and18 = D3 & D2_not & D1 & D0;
wire and19 = D3 & D2 & D1_not & D0;
wire and20 = D3_not & D2 & D1_not & D0;
wire and21 = D3_not & D1_not & D2_not & D0;
wire _g = and1 | and2 | and3;
wire _f = and4 | and5 |and6 | and19;
wire _e = and7 | and8 | and9;
wire _d = and10 | and11 | and20 | and21;
wire _c = and12 | and13 | and15;
wire _b = and14 |and15 | and16 | and17;
wire _a = and18 | and19 | and20 | and21;
always @(*) begin
    a = _a | LE;
    b = _b | LE;
    c = _c | LE;
    d = _d | LE;
    e = _e | LE;
    f = _f | LE;
    g = _g | LE;
    p = ~point;
end
endmodule

===== flow/constraint.sdc =====
current_design DisplayNumber

set clk_period 4.9
set clk_io_pct 0.2

create_clock -name clk0 -period $clk_period [get_ports {clk}]

set non_clock_inputs [all_inputs -no_clocks]
set_input_delay [expr $clk_period * $clk_io_pct] -clock clk0 $non_clock_inputs
set_output_delay [expr $clk_period * $clk_io_pct] -clock clk0 [all_outputs]

===== flow/config.mk =====
export PLATFORM = sky130hd
export DESIGN_NAME = DisplayNumber
export DESIGN_NICKNAME = DisplayNumber
export VERILOG_FILES = /design/flow/design.v
export SDC_FILE = /design/flow/constraint.sdc
export NUM_CORES = 4
export LEC_CHECK = 1
export CORE_AREA = 10 10 86 86
export DIE_AREA = 0 0 96 96

===== flow/run.sh =====
#!/bin/bash
# OpenROAD 26Q1-2900-gdf79404cd8, Yosys 0.63+post, stock flow scripts
make -C /OpenROAD-flow-scripts/flow DESIGN_CONFIG=/design/flow/config.mk WORK_HOME=/design/flow/orfs finish

==> GITHUB_STEP_SUMMARY <==
### Flow metrics

| Metric | Value |
|---|---|
| DR WL met3 | 240 microns |
| VDD IR max | 0.164 mV |
| Synthesized area per cell | 8.64 sq um |
| Clock Tree Root | clkbuf_8 |
| Period utilization | 0.842 |
| CTS buffer count | 3 |
| Die W | 96 microns |
| Yosys Chip Area | 1260 sq um |
| Relative slew slack | 0.512 |
| DR DRC count | 0 |
| Routed length per instance | 12.5 microns |
| Post-Synthesis Cells | 146 |
| Status | completed |
| Global-route wire length before repair | 4840 microns |
| Async SR Flop Fraction | 0 |
| Fmax | 0.242 GHz |
| Unique cell types | 39 |
| Worst Tran Pin Value | 0.729 ns |
| Cts hold-fix bufs | 0 |
| Routed vias/inst | 4.36 |
| WHS Path Cells | 1 |
| Final Slew Violations | 0 |
| Postcts setup bufs | 0 |
| RSZ-0062 raised after global routing | false |
| Yosys warns | 2 |
| Pwr Density | 196 nW/um^2 |
| Grt total ovfl | 0 |
| Setup TNS | 0 ns |
| Clock-pin slew on the worst setup and hold paths | 0.07 ns |
| CP Capture Type | output pin |
| Largest register FFs | 19 |
| Max Used Layer | met4 |
| Hold WS | 0.446 ns |
| CTS tree | done |
| Pwr Total | 0.000321 W |
| HP Class | flop to flop |
| Largest regs | div_res_ins.div_res: 19 flops |
| Clk buf depth | 2 |
| Clock Skews | 0.00207 ns |
| Layout overhead on the synthesized area | 30.0% |
| Clk latency late pin | 0.25 ns |
| Synth Register Bits | 19 |
| Pleak | 0.558 nW |
| Pin count of the biggest net entering global routing | 22 |
| Synth area leader | dfxtp_1 |
| CTS resizes | 0 |
| Number of enable flip-flop cells | 0 |
| Row count | 27 |
| Most numerous logic cell after layout | clkdlybuf4s50_1 |
| Port bufs | 37 |
| Ys cells | 146 |
| Top cells by area | dfxtp_1, mux4_2, buf_4 |
| Met2 wire length | 1160 microns |
| Log Warnings | 25 |
| Startpoint types | input pin |
| Full die area | 9220 sq um |
| Post-Route WL | 2990 microns |
| Half-perimeter wire length after placement | 2300 microns |
| Max_cap viols | 0 |
| Diode count | 0 |
| Final worst path period need | 4.12 ns |
| Final Hold Viols | 0 |
| DRT met1 WL | 1580 microns |
| Top reg by flops | div_res_ins.div_res |
| Sequential area share after synthesis | 0.302 |
| Htree depth | 1 |
| Top cells excl fill/tap | clkdlybuf4s50_1, dfxtp_1, nor2_1 |
| Die Y-Extent | 96 microns |
| FF-to-FF path depth | 5 |
| Tot GR Track Use | 0.0635 |
| I/O pins | 38 |
| Critical Path AT | 3.14 ns |
| Mapped Area | 1260 sq um |
| Initial antenna violation count | 0 |
| CP required | 3.92 ns |
| Fraction of layout cells with a size suffix above 1 | 0.0719 |
| First drt pass iteration count | 4 |
| CTS sink count | 19 |
| Fp_density | 0.228 |
| Core area | 5540 sq um |
| Setup CP Type | input pin to output pin |
| # setup viols final | 0 |
| Vias in the first global route | 955 |
| Dominant cell area share | 0.302 |
| GPL Wtd Cong | 0.820 |
| Starting DRT DRC Count | 55 |
| Critical Path Fanout Max | 10 |
| Routed Antenna Nets | 0 |
| Ys flop type | dfxtp_1 |
| DR vias | 1042 |
-- layout make-up --
type / count / area [sq um]
fill: 589 / 3900
multi-input combinational: 102 / 734
sequential: 19 / 380
timing repair buffer: 37 / 370
tap: 72 / 90.1
clock buffer: 4 / 45.0
inverter: 5 / 18.8
-- final timing paths --
path / startpoint / end / slack (ns)
worst min register to register: div_res_ins.div_res[0]$_SDFF_PP0_ / div_res_ins.div_res[0]$_SDFF_PP0_ / 0.45
worst max-delay path: hexs[4] / SEGMENT[1] / 0.78
worst min-delay path: div_res_ins.div_res[0]$_SDFF_PP0_ / div_res_ins.div_res[0]$_SDFF_PP0_ / 0.45
worst max register to register: div_res_ins.div_res[0]$_SDFF_PP0_ / div_res_ins.div_res[18]$_SDFF_PP0_ / 3.22
-- cell usage after synthesis, types with 2 or more instances --
library cell,instances
and3_1,3
nand4_1,4
buf_4,13
nand3_1,9
and4_1,2
nand2b_1,5
nand2_1,7
xor2_1,7
nor2b_1,3
a31oi_1,2
o21ai_0,6
mux4_2,5
and2_1,3
o21ai_1,2
o21a_1,2
buf_2,2
xnor2_1,4
clkbuf_1,4
inv_1,5
or4_1,2
dfxtp_1,19
a21oi_1,5
nor2_1,14
or3_1,3
-- cells by family (layout without fill, tap and decap cells) --
| family | after synthesis | count (layout) | share of synthesized area |
|---|---|---|---|
| xor gates and xnor gates | 11 | 11 | 0.0764 |
| AOI/OAI and AO/OA | 23 | 23 | 0.116 |
| DFF | 19 | 19 | 0.302 |
| adders and majority gates | 1 | 1 | 0.00992 |
| muxes | 8 | 8 | 0.131 |
| buffers and inverters | 25 | 46 | 0.116 |
| and+or+nand+nor | 59 | 59 | 0.249 |
-- worst max-delay path, cell delays in order --
cell and delay, ns:
clkdlybuf4s50_1 0.39, mux4_1 0.68, mux2_4 0.35, a221o_1 0.33, clkdlybuf4s50_1 0.41
-- per-layer routing --
metal  GRT usage  vias up
li1            -      548
met4     0.00246        0
met1      0.0965      458
met5           0        -
met2      0.0914       34
met3      0.0189        2
-- power by group --
group / internal (W) / switching (W)
Clock: 0.0000578 / 0.0000509
Combinational: 0.0000370 / 0.0000173
Sequential: 0.000156 / 0.00000136
Total: 0.000251 / 0.0000696
-- through the flow --
step                worst slack [ns]  utilization  area (sq um)  std cells
CTS                            0.773        0.296          1640        239
floorplan                       1.56            -          1260        146
global route                   0.701        0.296          1640        239
detailed placement             0.774        0.288          1590        235
global placement               0.782        0.288          1590        235
finish                         0.775        0.296          1640        239
Power is estimated from default activity; no workload was simulated.
