## config.mk

```make
export PLATFORM = sky130hd
export DESIGN_NAME = rand_output
export DESIGN_NICKNAME = rand_output
export VERILOG_FILES = /design/flow/design.v
export SDC_FILE = /design/flow/constraint.sdc
export NUM_CORES = 4
export LEC_CHECK = 1
export CORE_UTILIZATION = 50
```

## constraint.sdc

```tcl
current_design rand_output

set clk_period 11.5
set clk_io_pct 0.2

create_clock -name clk0 -period $clk_period [get_ports {begin_button}]
create_clock -name clk1 -period $clk_period [get_ports {clk}]

set non_clock_inputs [all_inputs -no_clocks]
set_input_delay [expr $clk_period * $clk_io_pct] -clock clk0 $non_clock_inputs
set_output_delay [expr $clk_period * $clk_io_pct] -clock clk0 [all_outputs]
```

## design.v

```verilog
module rand_output(
    input clk,                       
    input [31:0] ran_seed,           
    input rst,                       
    input begin_button,              
    output wire [15:0] out           
);
reg flag = 0;
always @(posedge begin_button) begin
    flag <= 1'b1;
end
reg [31:0] ran;                      
always @(posedge clk) begin
    if(rst == 1) begin
        ran <= 0;
    end else begin
            if(flag == 1) begin
                ran <= ran_seed;     
                flag <= 1'b0;        
            end
            else begin
                ran <= ran * 32'h343fd + 32'h269EC3;  
            end
        end
end
assign out = (ran >> 16) & 16'h7fff;  
endmodule
```

## run.sh

```bash
#!/bin/bash
# OpenROAD 26Q1-2900-gdf79404cd8, Yosys 0.63+post, stock flow scripts
make -C /OpenROAD-flow-scripts/flow DESIGN_CONFIG=/design/flow/config.mk WORK_HOME=/design/flow/orfs finish
```

==> flow_metrics.env <==
# flow metrics
export IMPL_yosys_warnings=2
export IMPL_cts_root_buffer="clkbuf_16"
export IMPL_drc_errors=0
export IMPL_hold_buffers=0
export IMPL_ys_types=47
export IMPL_ant_nets=0
export IMPL_stdcell_count=1128
export IMPL_drive_above_1_share=0.01762
export IMPL_endpoint_kind="flip-flop"
export IMPL_first_global_vias=5826
export IMPL_setup_viol_count_final=0
export IMPL_vias=5364
export IMPL_antenna_found_initial=0
export IMPL_grt_overflow=0
export IMPL_die_area_sq_um=17740
export IMPL_routed_wl_mm=17.12
export IMPL_yosysSeqAreaShare=0.07211
export IMPL_rsz0062_at_grt="false"
export IMPL_drt_iter0_drc=164
export IMPL_gp_congestion=0.8966
export IMPL_yosys_stat_cells=904
export IMPL_slew_headroom=0.5960
export IMPL_drt_pass1_iterations=4
export IMPL_skew_ns=0.008654
export IMPL_grt_pass1_wl_mm=29.65
export IMPL_final_cell_area_sq_um=9079
export IMPL_row_count=47
export IMPL_tns_ns=0
export IMPL_cts_tree="built"
export IMPL_hpwl_mm=15.47
export IMPL_warnings=63
export IMPL_maxCapViolCount=0
export IMPL_grt_start_max_net_pins=37
export IMPL_largest_register_ffs=31
export IMPL_cts_resized=0
export IMPL_worstPathArrival_ns=6.57
export IMPL_grt_usage=0.2339
export IMPL_syn_cell_area_sq_um=8606
export IMPL_cts_made_buffers=5
export IMPL_avgViaCountPerCell=4.755
export IMPL_regMostFlops="ran"
export IMPL_edf_count=0
export IMPL_fp_util=0.5153
export IMPL_tightestPinTransition_ns=0.6024
export IMPL_synthCells=904
export IMPL_worstSetupStartpointType="flip-flop"
export IMPL_io_pins=51
export IMPL_synth_ff_latch_count=31
export IMPL_utilization=0.5436
export IMPL_required_ns=11.67
export IMPL_postCtsSetupBuffers=0
export IMPL_clock_path_buffers=2
export IMPL_syn_to_final_growth_pct=5.496
export IMPL_dp_cells=1120
export IMPL_die_h_um=133.2
export IMPL_synth_async_sr_flop_share=0
export IMPL_status="finished clean"
export IMPL_diodes=0
export IMPL_io_buffers=16
export IMPL_hold_viol=0
export IMPL_yosys_area_sq_um=8606
export IMPL_wl_per_cell_um=15.18
export IMPL_place_area_sq_um=8910
export IMPL_area_leaders="fa_1 41%, ha_1 19%, inv_1 14%"
export IMPL_yosys_most_used_dff="dfxtp_1"
export IMPL_critPathMaxFanout=7
export IMPL_path_class="flip-flop to flip-flop"
export IMPL_hp_class="flip-flop to flip-flop"
export IMPL_clkTransAtPathRegs_ns=0.06
export IMPL_avgSynthCellArea_sq_um=9.520
export IMPL_hold_worst_slack_ns=0.6495
export IMPL_reg_top3="ran x31"
export IMPL_maxSlewViolCount=0
export IMPL_synth_area_leader_cell="fa_1"
export IMPL_die_w_um=133.2
export IMPL_core_region_area_sq_um=16700
export IMPL_cts_num_sinks=31
export IMPL_ctsHtreeMaxLevel=2
export IMPL_synth_top_area_share=0.4071
## logic make-up after synthesis
group,share of synthesized area
buffers and inverters,0.1575
adder cells (fa/ha/maj),0.6019
AND/OR/NAND/NOR,0.05045
AND-OR/OR-AND,0.06484
XOR/XNOR,0.04885
flip-flops,0.07211
multiplexers,0.003925
other,0.0004358
## area by class of cell
cell class                      instances  area [sq um]
Sequential cell                        31         620.6
Timing Repair Buffer                   17         167.7
Clock inverter                          3         43.79
Multi-Input combinational cell        528          6630
Tap cell                              220         275.3
Clock buffer                            5         125.1
Fill cell                            1554          7622
Inverter                              324          1216
## synth_stat cells, types with 3 or more instances
cell type,number
inv_1,324
fa_1,175
ha_1,134
dfxtp_1,31
nor2_1,30
xnor2_1,27
a21oi_1,22
xor2_1,21
nand2_1,20
buf_4,16
a21o_1,15
nand4_1,7
nor2b_1,7
nor3_1,6
o21a_1,6
a31oi_1,5
clkbuf_1,5
o21ai_0,5
and3_1,4
o21ai_1,4
mux2_1,3
nand3_1,3
or3_1,3
## layout by cell type, fill, tap and decap left out, drive strengths merged, types with 5 or more instances in the layout
master / n
nand4: 7
inv: 324
nand2: 20
ha: 134
a21o: 15
o21a: 6
nor2: 30
xor2: 21
dfxtp: 31
fa: 175
nor2b: 7
clkbuf: 5
xnor2: 27
a31oi: 5
nor3: 6
clkdlybuf4s50: 16
o21ai: 9
a21oi: 23
## final timing paths
check                            from                 end  slack, ns  cells past startpoint
min in group clk0  ran[29]$_SDFF_PP0_             out[13]       3.29                      1
setup / recovery   ran[11]$_SDFF_PP0_  ran[26]$_SDFF_PP0_       5.10                     18
hold reg to reg     ran[0]$_SDFF_PP0_   ran[0]$_SDFF_PP0_       0.65                      1
hold / removal      ran[0]$_SDFF_PP0_   ran[0]$_SDFF_PP0_       0.65                      1
setup reg to reg   ran[11]$_SDFF_PP0_  ran[26]$_SDFF_PP0_       5.10                     18
max in group clk0  ran[16]$_SDFF_PP0_              out[0]       7.71                      1
## layer usage
metal | vias up | track usage | part of all wire
li1 | 2680 | - | -
met1 | 2587 | 0.3846 | 0.49
met2 | 88 | 0.3249 | 0.42
met3 | 9 | 0.09674 | 0.083
met4 | 0 | 0.01010 | 0.0061
met5 | - | 0 | 0
## per-stage QoR
step | setup slack (ns)
after global routing | 4.811
after global placement | 5.091
after detailed placement | 5.106
after floorplan | 5.769
after CTS | 5.081
final | 5.098
## critical path, cell delays in order, from the launching register on
cell       delay, ns
dfxtp_1         0.66
inv_1           0.21
fa_1            0.56
fa_1            0.53
fa_1            0.44
fa_1            0.51
inv_1           0.05
fa_1            0.61
inv_1           0.07
fa_1            0.48
inv_1           0.05
ha_1            0.32
a21oi_1         0.17
nand2_1         0.08
or3_1           0.34
o211a_1         0.26
or2_4           0.28
a2111oi_4       0.29
mux2_1          0.36
